==> /design/flow/design.v <==
`timescale 1ns / 1ps
module encoder(
    input [7:0]in,
    output reg [2:0]out
    );
    always@(in)
    begin
    if(in[7]==1)
		 out=3'b111;
		else if(in[6]==1)
		 out=3'b110;
		else if(in[5]==1)
		 out=3'b101;
		else if(in[4]==1)
		 out=3'b100;
		else if(in[3]==1)
		 out=3'b011;
		else if(in[2]==1)
		 out=3'b010;
		else if(in[1]==1)
		 out=3'b001;
		else 
		 out=3'b000;  
    end
endmodule
==> /design/flow/run.sh <==
#!/bin/bash
# OpenROAD 26Q1-2900-gdf79404cd8, Yosys 0.63+post, stock flow scripts
make -C /OpenROAD-flow-scripts/flow DESIGN_CONFIG=/design/flow/config.mk WORK_HOME=/design/flow/orfs finish
==> /design/flow/config.mk <==
export PLATFORM = sky130hd
export DESIGN_NAME = encoder
export DESIGN_NICKNAME = encoder
export VERILOG_FILES = /design/flow/design.v
export SDC_FILE = /design/flow/constraint.sdc
export NUM_CORES = 4
export LEC_CHECK = 1
export CORE_AREA = 10 10 70 70
export DIE_AREA = 0 0 80 80
==> /design/flow/constraint.sdc <==
current_design encoder

set clk_period 1.2
set clk_io_pct 0.2

create_clock -name clk0 -period $clk_period

set non_clock_inputs [all_inputs -no_clocks]
set_input_delay [expr $clk_period * $clk_io_pct] -clock clk0 $non_clock_inputs
set_output_delay [expr $clk_period * $clk_io_pct] -clock clk0 [all_outputs]
==> flow_summary.toml <==
# physical design summary
[critical_path]
cp-start-kind = "input port"
cp.required_ps = 960
endpoint_kind = "output port"
crit_arrival_ps = 900
cp_max_fo = 2
critical_path_class = "input port to output port"

[final_timing]
fin_crit_sh_pct = 95.2
finalSetupTns_ps = 0
finalMaxSlewViolations = 0
period_minus_slack_ps = 1140
worst_slack_ps = 57.1
setup_viol = 0
worst_slew_pin_slew_ps = 184
max_slew_margin_pct = 87.6
hold_violations = 0
max_freq_ghz = 0.875

[pwr]
power_density_mw_per_mm2 = 183
p_total_mw = 0.0351
p_leak_nw = 0.0633
peakVddDrop_mv = 0.0183

[finish]
flop_area_um2 = 0
nClkBuffers = 0
area_delta_synth_final_pct = 325
final_cells = 66
flops = 0
final_cell_area_um2 = 191
drive_gt1_share_pct = 20.0

[synthesis]
ys_seq_share_pct = 0
netlist_area_um2 = 45.0
yosysChipArea_um2 = 45.0
synth_cell_types = 7
yosys-top-cells-count = "a21oi_1 (2), nand2_1 (2), nor2_1 (2)"
avgSynthCellArea_um2 = 4.50
ys_top_cells_by_area = "a21oi_1 (22%), nand2_1 (17%), nor2_1 (17%)"
yosys_cells = 10
synth_top_cell_by_area = "a21oi_1"
syn_inst = 10
yosys_warnings = 1
synth_top_area_share_pct = 22.2

[die]
die_y_um = 80
core_mm2 = 0.00342
core_util_floorplan_pct = 1.32
die_w_um = 80
ioPinCount = 11
die_area_mm2 = 0.00640
core.rowCount = 21

[placed_design]
gp_congestion = 0.814
dp_hpwl_um = 274
dp_cells = 66
port_buffers = 10
place_worst_setup_slack_ps = -535
placed_area_um2 = 203

[routing]
diodes = 0
drtIter0Drc = 2
num_vias = 106
dr.pass1.iters = 2
postRouteAntennaNets = 0
drt_wl_total_um = 325
vias_per_cell = 1.61
drc = 0
wl_per_cell_um = 4.92

[flow_run]
warnings = 33
maxCapViolations = 0

[grt]
grt_pass1_wl_um = 441
grt_max_degree = 4
grt_usage_pct = 0.831
antenna_found_initial = 0
first_global_vias = 97
grt_overflow = 0

[outcome]
status = "finished, final reports clean"

[hold_path]
hold_class = "input port to output port"

[clocking]
postCtsHoldBufs = 0
## worst max-delay path, cell delays in order
cell	delay, ps
dlygate4sd2_1	250
nor2_2	120
nand2_1	60
dlygate4sd2_1	240
## routing by layer
layer | track usage (%) | vias up | share of wire (%)
met5 | 0 | - | 0
met4 | 0 | 0 | 0
met3 | 0.568 | 0 | 21
met2 | 0.883 | 10 | 18
met1 | 1.32 | 43 | 61
li1 | - | 53 | -
## layout make-up
| type | instances | area [um^2] |
|---|---|---|
| Timing Repair Buffer | 10 | 83.8 |
| Multi-Input combinational cell | 8 | 42.5 |
| Tap cell | 46 | 57.6 |
| Inverter | 2 | 7.51 |
| Fill cell | 415 | 3220 |
## worst paths after layout
kind | startpoint | endpoint | slack (ps) | cells past startpoint
max | in[7] | out[2] | 60 | 4
min | in[4] | out[0] | 870 | 3
## where the power goes
part	switching (mW)	total (mW)	internal (mW)	leakage, nW
combinational	0.0140	0.0351	0.0211	0.0633
sequential	0	0	0	0
clock	0	0	0	0
## repair_timing
item / 4_1_cts / 5_1_grt
pin swaps: 6 / 1
setup endpoints to repair: 3 / 2
buffers inserted: 0 / 0
gates resized: 15 / 5
## layout by cell type (no fill, tap or decap)
master / count
buf_2: 1
clkbuf_2: 1
clkdlybuf4s15_1: 3
inv_1: 1
dlygate4sd2_1: 5
o31ai_1: 1
a21oi_1: 2
clkinv_1: 1
o21ai_1: 1
nand2_1: 2
nor2_2: 2
## stage by stage
stage | hold WS (ps) | utilization, %
after floorplan | 514 | -
after global placement | 1450 | 5.93
after detailed placement | 1460 | 5.93
after CTS | 883 | 5.53
after global routing | 890 | 5.60
final | 866 | 5.60
## cell families (layout without fill, tap and decap cells)
kind of cell | Yosys count | after routing | share of synthesized area [%]
compound gates | 4 | 4 | 50.0
buf+inv | 2 | 12 | 16.7
simple gates | 4 | 4 | 33.3
Power is estimated from default activity; no workload was simulated.
